==> /design/flow/design.v <==
`timescale 1ns/1ns;
module fifo3(clk,rst_n,w_en,data_w,r_en,data_r,full,empty,half_full,overflow);
input   clk;
input   rst_n;
input   w_en;
input   r_en;
input   [7:0] data_w;
output   full;
output   empty;
output   half_full;
output   reg overflow;
output reg  [2:0]   data_r;
reg  [4:0] wr_ptr;
reg  [4:0] rd_ptr;
reg [7:0] fifo_mem [0:15];
reg [2:0] read_state_cur,read_state_next;
parameter STATE1_1  = 3'b000;
parameter STATE1_2  = 3'b011;
parameter STATE1_3  = 3'b110;  
parameter STATE2_1  = 3'b001;
parameter STATE2_2  = 3'b100;
parameter STATE2_3  = 3'b111;  
parameter STATE3_1  = 3'b010;
parameter STATE3_2  = 3'b101;
always @(posedge clk or negedge rst_n) 
   if (~rst_n)
      read_state_cur <= STATE1_1;
   else if (r_en && ~empty)
      read_state_cur <= read_state_next;
   else 
      read_state_cur <= read_state_cur;
always @(*) 
   case(read_state_cur)
      STATE1_1: read_state_next = STATE1_2;
      STATE1_2: read_state_next = STATE1_3;
      STATE1_3: read_state_next = STATE2_1;
      STATE2_1: read_state_next = STATE2_2;
      STATE2_2: read_state_next = STATE2_3;
      STATE2_3: read_state_next = STATE3_1;
      STATE3_1: read_state_next = STATE3_2;
      STATE3_2: read_state_next = STATE1_1;
   endcase
always @(posedge clk)
if(w_en && ~full)
   fifo_mem[wr_ptr[3:0]]<=data_w;
else
   fifo_mem[wr_ptr[3:0]]<=fifo_mem[wr_ptr[3:0]];
always @(posedge clk or negedge rst_n)
if(!rst_n)
   wr_ptr<=0;
else if(w_en && ~full)  
   wr_ptr<=wr_ptr+1;
else
   wr_ptr<=wr_ptr;
always @(posedge clk or negedge rst_n)
if(!rst_n)
   data_r<=3'b0;
else if(r_en && ~empty)
   case(read_state_cur)  
      STATE1_1: data_r <= fifo_mem[rd_ptr[3:0]][STATE1_1+3'd2:STATE1_1];
      STATE1_2: data_r <= fifo_mem[rd_ptr[3:0]][STATE1_2+3'd2:STATE1_2];
      STATE1_3: data_r <= {fifo_mem[rd_ptr[3:0]+4'd1][0],fifo_mem[rd_ptr[3:0]][7:STATE1_3]};
      STATE2_1: data_r <= fifo_mem[rd_ptr[3:0]][STATE2_1+3'd2:STATE2_1];
      STATE2_2: data_r <= fifo_mem[rd_ptr[3:0]][STATE2_2+3'd2:STATE2_2];
      STATE2_3: data_r <= {fifo_mem[rd_ptr[3:0]+4'd1][1:0],fifo_mem[rd_ptr[3:0]][STATE2_3]};
      STATE3_1: data_r <= fifo_mem[rd_ptr[3:0]][STATE3_1+3'd2:STATE3_1];
      STATE3_2: data_r <= fifo_mem[rd_ptr[3:0]][STATE3_2+3'd2:STATE3_2];
   endcase
else
   data_r<=3'bzzz;
always @(posedge clk or negedge rst_n)
if(!rst_n)
   rd_ptr<=0;
else if(r_en && ~empty)  
   case(read_state_cur)
      STATE1_3: rd_ptr <= rd_ptr+1;
      STATE2_3: rd_ptr <= rd_ptr+1;
      STATE3_2: rd_ptr <= rd_ptr+1;
      default: rd_ptr <= rd_ptr;
   endcase
else
   rd_ptr<=rd_ptr;
assign  empty=(rd_ptr[4:0] == wr_ptr[4:0]) || ((wr_ptr[4:0] == (rd_ptr[4:0]+1)) && (read_state_cur == STATE1_3)) || ((wr_ptr[4:0] == (rd_ptr[4:0]+1)) && (read_state_cur == STATE2_3));
assign  full=(rd_ptr[4] ^ wr_ptr[4]) && (rd_ptr[3:0]==wr_ptr[3:0]);
assign  half_full=(((wr_ptr>rd_ptr)? (wr_ptr-rd_ptr):(rd_ptr-wr_ptr))==5'd8)&&(read_state_cur == STATE1_1);
always @(posedge clk or negedge rst_n)
if(!rst_n)
   overflow<=0;
else if (w_en & full)
   overflow<=1;
else
   overflow<=0;
endmodule 
==> /design/flow/run.sh <==
#!/bin/bash
# OpenROAD 26Q1-2900-gdf79404cd8, Yosys 0.63+post, stock flow scripts
make -C /OpenROAD-flow-scripts/flow DESIGN_CONFIG=/design/flow/config.mk WORK_HOME=/design/flow/orfs finish
==> /design/flow/config.mk <==
export PLATFORM = sky130hd
export DESIGN_NAME = fifo3
export DESIGN_NICKNAME = fifo3
export VERILOG_FILES = /design/flow/design.v
export SDC_FILE = /design/flow/constraint.sdc
export NUM_CORES = 4
export LEC_CHECK = 1
export CORE_UTILIZATION = 30
==> /design/flow/constraint.sdc <==
current_design fifo3

set clk_period 5.5
set clk_io_pct 0.2

create_clock -name clk0 -period $clk_period [get_ports {clk}]

set non_clock_inputs [all_inputs -no_clocks]
set_input_delay [expr $clk_period * $clk_io_pct] -clock clk0 $non_clock_inputs
set_output_delay [expr $clk_period * $clk_io_pct] -clock clk0 [all_outputs]
==> GITHUB_STEP_SUMMARY <==
## Implementation flow summary

| Metric | Value |
|---|---|
| Status | `complete, no violations` |
| Max_cap viols | `0` |
| Vias per cell | `slightly above 5` |
| Final Util | `36.1%` |
| Congestion Overflow GR | `0` |
| Setup CP Type | `reg2out` |
| Clock buffer count from CTS | `17` |
| Buffers on Ports | `18` |
| Main flop type | `edfxtp_1` |
| Slew margin rel. | `45.7%` |
| Setup-failing EPs final | `0` |
| Drt first pass iters | `5` |
| Adder Share, Synth | `3.93%` |
| Hold endpoint | `rd_ptr[4]` |
| DRC viols | `0` |
| Setup_tns | `0 ns` |
| Die Width | `around 160 um` |
| Vias | `about 4300` |
| Placed cell count | `814` |
| Cycle use final | `between 80 and 90%` |
| # hold bufs at CTS | `0` |
| Tool warnings | `36` |
| Aoi share | `7.44%` |
| Worst R2R Path Depth | `7` |
| Overall power | `4.76 mW` |
| Routed Antenna Nets | `0` |
| Yosys cell count | `485` |
| Asr flop ratio synth | `11.7%` |
| Area grow syn2layout | `16.6%` |
| Drt total wl | `16400 um` |
| Longest Clk Path Bufs | `2` |
| Postcts setup bufs | `0` |
| R2r setup slk | `2.32 ns` |
| Xor/xnor share | `1.95%` |
| Layout cell share with drive strength beyond 1 | `18.6%` |
| Final cell count without fillers | `845` |
| Cell variety after synth | `64` |
| Worst Path Required | `about 4.4 ns` |
| Row Count | `roughly 55` |
| Die Size | `0.0242 mm^2` |
| Crit path time final | `between 4 and 5 ns` |
| Io pins | `19` |
| Clk slew on worst S/H paths | `0.06 ns` |
| Die y size | `155 um` |
| Leakage | `2.85 nW` |
| Final RePlAce weighted congestion | `about 0.92` |
| Yosys top cell area share | `54.4%` |
| Peak Freq | `between 0.2 and 0.25 GHz` |
| Largest net degree at the start of global routing | `30` |
| Synth Warn # | `2` |
| Simple share | `just under 9%` |
| Final worst-path setup slack | `0.782 ns` |
| CTS H-tree lvls | `4` |
| CTS resizes | `0` |
| Grt peak-use layer | `met2` |
| Cell count after synthesis | `just under 500` |
| Core Area | `0.0228 mm^2` |
| Hold Path Class | `reg2reg` |
| Most common cell in the synthesized netlist | `edfxtp_1` |
| CP max FO | `7` |
| Synthesized area | `0.00706 mm^2` |
| Fin. max-slew vios | `0` |
| Yosys chip area | `0.00706 mm^2` |
| GR Util met2 | `21.7%` |
| Worst setup EP type | `output port` |
| First-pass GRT wire length | `25600 um` |
| Antenna diodes | `0` |
| Vias in the first global route | `4425` |
| Drt wl/cell | `19.3 um` |
| Post-synth regs | `145` |
| Hold_sp | `rd_ptr[4]` |
| Fp util | `30.9%` |
| Worst Path Arrival | `3.62 ns` |
| Initial antenna violation count | `0` |
| Grt met1 use | `just over 20%` |
| Iteration-0 DRC Markers | `roughly 300` |
| Slew of the pin with the lowest slew margin | `0.807 ns` |
| Final Hold Fails | `0` |
| Place WS | `1.23 ns` |
| Max IR drop VDD | `0.240 mV` |
| Hold path depth | `1` |
| Synth Seq Share | `60.4%` |
| M3 GR Usage | `8.79%` |
| Reg2reg end | `fifo_mem[7][7]` |
| Largest cells by area | `edfxtp_1 (54%), mux4_2 (11%), dfrtp_1 (6.0%), mux2i_1 (3.4%), ha_1 (3.4%)` |
| Worst clock skew | `around 0.0092 ns` |
| Reg-to-reg critical path startpoint | `rd_ptr[3]` |
| Crit start category | `flip-flop` |
| Synth area leader | `edfxtp_1` |
| Worst-Skew Late Latency | `approximately 0.41 ns` |
| Syn avg cell area | `roughly 15 um^2` |
| Ratio of total power to cell area | `between 500 and 600 mW/mm^2` |
| CTS root buf | `clkbuf_16` |
| MUX area fraction | `about 15%` |
| Synth top cells by count | `edfxtp_1 (128), nand2_1 (47), mux4_2 (33), nor2_1 (33), mux2i_1 (24)` |
| TritonCTS clock tree | `done` |
| Top non-seq family | `multiplexers` |
| EDFF count, synth | `128` |
| RSZ-0062 raised after global routing | `no` |
| CTS sink count | `145` |
| Aggregate global-route resource usage | `15.1%` |
| DP Wirelength | `11500 um` |
-- placed cells by master (no fill, tap or decap), types with 9 or more instances in the layout --
master / synthesis / final
edfxtp_1: 128 / 128
nand2_1: 47 / 47
nor2_1: 33 / 33
mux4_2: 33 / 33
mux2i_1: 24 / 24
buf_4: 3 / 22
ha_1: 19 / 19
clkdlybuf4s50_1: 0 / 18
clkbuf_16: 0 / 17
inv_1: 16 / 16
dfrtp_1: 17 / 16
a21oi_1: 15 / 15
o21ai_0: 9 / 9
nor3_1: 9 / 9
xnor2_1: 9 / 9
-- registers in the layout, summed over array words and instances (netlist names) --
name            flops
data_r              3
rd_ptr              5
wr_ptr              5
fifo_mem          128
overflow            1
read_state_cur      3
-- per-stage QoR --
step	hold slack [ns]	instance area [um^2]
after global placement	0.500	7670
after CTS	0.506	8240
after floorplan	0.466	7060
after global routing	0.516	8240
after detailed placement	0.499	7670
final	0.503	8240
-- metal layers --
layer  wire length (um)  share of wire [%]
met1               6620                 40
met2               7330                 45
met4                466                2.9
met3               1940                 12
met5                  0                  0
-- critical path, cell delays in order, from the launching register on --
cell	delay, ns
dfrtp_1	0.50
inv_1	0.19
ha_1	0.37
nor2b_1	0.15
o21ai_2	0.22
a21boi_1	0.15
o21ai_2	0.23
o311ai_1	0.11
or4b_1	0.53
nor4_1	0.26
clkdlybuf4s50_1	0.50
-- power breakdown --
part | switching [mW] | internal [mW] | leakage [nW]
sequential | 0.137 | 1.36 | 1.36
clock | 0.429 | 0.665 | 0.270
combinational | 1.26 | 0.913 | 1.22
-- layout make-up --
class,count,area [um^2]
Clock buffer,18,429
Clock inverter,13,135
Fill cell,2157,14600
Inverter,18,67.6
Multi-Input combinational cell,298,2600
Sequential cell,145,4270
Tap cell,313,392
Timing Repair Buffer,40,345
-- cells by family after synthesis --
logic type,count (synthesis)
AND-OR/OR-AND,70
adder cells (fa/ha/maj),21
XOR/XNOR,14
flip-flops,145
multiplexers,62
buffers and inverters,42
AND/OR/NAND/NOR,131
-- worst max-delay path by stage --
stage	from	endpoint	slack, ns	cells past startpoint
6_report	wr_ptr[1]	half_full	0.78	10
5_1_grt	wr_ptr[1]	half_full	0.63	10
4_1_cts	wr_ptr[1]	half_full	0.78	10
Power figures rest on the tool's default switching activity, not on a simulated workload.
