==> design.v <==
module control (
    input clk_100hz,
    input clk,
    input rst_n,
    input sw_en,
    input pause,
    input clear,
    output reg [2:0] time_sec_h,
    output reg [3:0] time_sec_l,
    output reg [3:0] time_msec_h,
    output reg [3:0] time_msec_l,
    output reg time_out
);
  reg [2:0] time_sec_h_reg;
  reg [3:0] time_sec_l_reg, time_msec_h_reg, time_msec_l_reg;
  always @(posedge clk_100hz or negedge rst_n)
    if (~rst_n) time_msec_l_reg <= 4'b0;
    else if (clear) time_msec_l_reg <= 4'b0;
    else if (sw_en) time_msec_l_reg <= (time_msec_l_reg == 4'd9) ? 4'd0 : time_msec_l_reg + 1;
    else time_msec_l_reg <= time_msec_l_reg;
  always @(posedge clk_100hz or negedge rst_n)
    if (~rst_n) time_msec_h_reg <= 4'b0;
    else if (clear) time_msec_h_reg <= 4'b0;
    else if (sw_en && time_msec_l_reg == 4'd9)
      time_msec_h_reg <= (time_msec_h_reg == 4'd9) ? 4'd0 : time_msec_h_reg + 1;
    else time_msec_h_reg <= time_msec_h_reg;
  always @(posedge clk_100hz or negedge rst_n)
    if (~rst_n) time_sec_l_reg <= 4'b0;
    else if (clear) time_sec_l_reg <= 4'b0;
    else if (sw_en && time_msec_h_reg == 4'd9 && time_msec_l_reg == 4'd9)
      time_sec_l_reg <= (time_sec_l_reg == 4'd9) ? 4'd0 : time_sec_l_reg + 1;
    else time_sec_l_reg <= time_sec_l_reg;
  always @(posedge clk_100hz or negedge rst_n)
    if (~rst_n) time_sec_h_reg <= 3'b0;
    else if (clear) time_sec_h_reg <= 3'b0;
    else if (sw_en && time_sec_l_reg == 4'd9 && time_msec_h_reg == 4'd9 && time_msec_l_reg == 4'd9)
      time_sec_h_reg <= (time_sec_h_reg == 3'd5) ? 3'd0 : time_sec_h_reg + 1;
    else time_sec_h_reg <= time_sec_h_reg;
  always @(posedge clk_100hz or negedge rst_n)
    if (~rst_n) time_msec_l <= 4'b0;
    else if (clear) time_msec_l <= 4'b0;
    else if (pause) time_msec_l <= time_msec_l;
    else time_msec_l <= time_msec_l_reg;
  always @(posedge clk_100hz or negedge rst_n)
    if (~rst_n) time_msec_h <= 4'b0;
    else if (clear) time_msec_h <= 4'b0;
    else if (pause) time_msec_h <= time_msec_h;
    else time_msec_h <= time_msec_h_reg;
  always @(posedge clk_100hz or negedge rst_n)
    if (~rst_n) time_sec_l <= 4'b0;
    else if (clear) time_sec_l <= 4'b0;
    else if (pause) time_sec_l <= time_sec_l;
    else time_sec_l <= time_sec_l_reg;
  always @(posedge clk_100hz or negedge rst_n)
    if (~rst_n) time_sec_h <= 3'b0;
    else if (clear) time_sec_h <= 3'b0;
    else if (pause) time_sec_h <= time_sec_h;
    else time_sec_h <= time_sec_h_reg;
  always @(posedge clk_100hz or negedge rst_n)
    if (~rst_n) time_out <= 1'b0;
    else if ((time_sec_h_reg == 5 && time_sec_l_reg == 9 && time_msec_h_reg == 9 && time_msec_l_reg == 9) || clear)
      time_out <= 1'b0;
    else if (time_sec_h_reg == 1 && time_sec_l_reg == 0 && time_msec_h_reg == 0 && time_msec_l_reg == 0)
      time_out <= 1'b1;
    else time_out <= time_out;
endmodule
==> run.sh <==
#!/bin/bash
# OpenROAD 26Q1-2900-gdf79404cd8, Yosys 0.63+post, stock flow scripts
make -C /OpenROAD-flow-scripts/flow DESIGN_CONFIG=/design/flow/config.mk WORK_HOME=/design/flow/orfs finish
==> config.mk <==
export PLATFORM = sky130hd
export DESIGN_NAME = control
export DESIGN_NICKNAME = control
export VERILOG_FILES = /design/flow/design.v
export SDC_FILE = /design/flow/constraint.sdc
export NUM_CORES = 4
export LEC_CHECK = 1
export CORE_AREA = 10 10 110 110
export DIE_AREA = 0 0 120 120
==> constraint.sdc <==
current_design control

set clk_period 2.7
set clk_io_pct 0.2

create_clock -name clk0 -period $clk_period [get_ports {clk_100hz}]

set non_clock_inputs [all_inputs -no_clocks]
set_input_delay [expr $clk_period * $clk_io_pct] -clock clk0 $non_clock_inputs
set_output_delay [expr $clk_period * $clk_io_pct] -clock clk0 [all_outputs]
==> run notes <==
impl run done, here's what came out: yosys warns=1, Post-CTS Hold Buffers=0, CTS clk-pin slew, worst paths=0.06 ns, WP data arrival=1.99 ns, DRT antenna net count=0, area leader, netlist=dfrtp_1, RSZ-0062 raised after global routing=no, Crit Path Class=register to register, total number of vias=1109, tool warnings=28, vias in the first global route=1123, Critical Path Sink Type=register, Clock Skew=0.00239 ns, fp util=0.155, Slew HR=0.691, cell count after synthesis=143, Flops after synth=31, DP Cell Count=294, CP Launch Type=register, CP max FO=9, Core Rows=36, chip area=14400 um^2, Final GP Congestion=0.809, synth cell count leaders=dfrtp_1, nor2_1, mux2i_1, a21oi_1, nand4_1, die height=120 um, Layout fillers=1069, Yosys chip area=1520 um^2, yosys cell count=143, post-synthesis async set-or-reset flop share=1.00, Area leader share=0.512, flip-flops with a built-in enable=0, DRT Wirelength=3.31 mm, VDD IR max=0.000123 V, fin crit period=1.83 ns, required time of the worst setup path=2.86 ns, IO Count=22, DP HPWL=2.38 mm, GR Overflow Total=0, pin count of the biggest net entering global routing=32, Pleak=0.838 nW, DR vias/cell=3.70, Hold Vio Cnt, Final=0, Hold Crit Class=register to register, DR WL/cell=11.0 um, Initial DRC Count=28, CTS root buf=clkbuf_8, Power Dens Cells=435 nW/um^2, Mapped Area=1520 um^2, Clock Latency Late Sink=0.28 ns, top-count cell post-synth=dfrtp_1, achievable frequency=0.547 GHz, post-CTS setup buffer count=0, htree depth=2, CTS tree=built, Post-Syn Area per Cell=10.6 um^2, Fin Setup TNS=0 ns, status=complete, no violations, die width=120 um, first-pass GRT wire length=5.79 mm, GR Util All Layers=0.0475, CTS-repair resized insts=0, Slew Viols, Final=0, max_cap viols=0, Core ar.=9770 um^2, final worst-path cycle share=0.677, top cells, area=dfrtp_1, mux2i_1, nor2_1, Pre-antenna DRT Iters=4, CTS buffer count=5, clock tree buffer depth=2, non-filler cells, final=300, Cell variety after synth=36, Slew @ Worst Pin=0.463 ns, sequential-to-total area share from yosys stat=0.512, TritonCTS Sinks=31, Area Growth Syn to Fin=29.5%, Top FF cell, synth=dfrtp_1, initial antenna violation count=0, Ant. Diodes=0, final-report setup violation count=0, # port buffers=20, share of cells above drive strength 1=0.0898, drt drc=0
-- critical path: stages (launching register included) --
cell     delay, ns
dfrtp_1       0.46
nor3b_4       0.47
and2_2        0.28
and3_1        0.19
mux2_1        0.32
-- placed cells by master (no fill, tap or decap), drive strengths merged, types with 4 or more instances in the layout --
cell           Yosys  final
nor2              28     28
clkbuf             4      6
and2               4      4
dfrtp             31     31
o21ai              4      4
a21oi              5      5
nand4              5      5
nand3              4      4
clkdlybuf4s50      0     20
inv                4      4
buf                3      5
nand2              4      4
mux2i             17     17
-- final timing paths --
path	startpoint	to	slack [ns]	depth (start not counted)
setup / recovery	time_msec_l_reg[2]	time_sec_h_reg[2]	0.87	4
setup reg to reg	time_msec_l_reg[2]	time_sec_h_reg[2]	0.87	4
max in group asynchronous	rst_n	time_sec_h[2]	1.74	2
min in group asynchronous	rst_n	time_msec_l_reg[1]	0.66	2
hold / removal	time_msec_h[3]	time_msec_h[3]	0.52	2
hold reg to reg	time_msec_h[3]	time_msec_h[3]	0.52	2
-- layout make-up --
type | instances | area, um^2 | area share
Timing Repair Buffer | 25 | 238 | 0.121
Clock buffer | 6 | 72.6 | 0.0370
Tap cell | 133 | 166 | 0.0848
Multi-Input combinational cell | 101 | 694 | 0.354
Sequential cell | 31 | 776 | 0.395
Inverter | 4 | 15.0 | 0.00765
-- routing by layer --
layer  track usage  wire length (um)  share of wire  up-vias
li1              -                 -              -      546
met1        0.0644              1470           0.44      539
met2        0.0743              1600           0.48       16
met3        0.0167               190          0.057        8
met4       0.00528                48          0.015        0
met5             0                 0              0        -
-- report_power, final --
part	internal (W)	switching, W	leakage, nW
clock	0.000171	0.000152	0.0371
combinational	0.0000229	0.0000312	0.369
sequential	0.000469	0.00000678	0.431
total	0.000663	0.000190	0.838
-- logic make-up (layout without fill, tap and decap cells) --
family                   after synthesis  in the layout  share of synthesized area
multiplexers                          18             18                      0.120
XOR/XNOR                               6              6                     0.0347
adder cells (fa/ha/maj)                3              3                     0.0248
AND/OR/NAND/NOR                       61             61                      0.226
buffers and inverters                 11             35                     0.0297
flip-flops                            31             31                      0.512
AND-OR/OR-AND                         13             13                     0.0529
-- stage by stage --
step,worst slack [ns],util,power [W],cell area [um^2],hold WS [ns]
floorplan,1.03,-,0.000511,1520,0.244
global placement,0.615,0.193,0.000539,1890,0.506
detailed placement,0.599,0.193,0.000540,1890,0.516
CTS,0.866,0.201,0.000870,1960,0.531
global route,0.763,0.201,0.000891,1960,0.554
finish,0.872,0.201,0.000853,1960,0.521
Power figures rest on the tool's default switching activity, not on a simulated workload.
