`flow/constraint.sdc`:
```
current_design fifo

set clk_period 6.9
set clk_io_pct 0.2

create_clock -name clk0 -period $clk_period [get_ports {clk}]

set non_clock_inputs [all_inputs -no_clocks]
set_input_delay [expr $clk_period * $clk_io_pct] -clock clk0 $non_clock_inputs
set_output_delay [expr $clk_period * $clk_io_pct] -clock clk0 [all_outputs]
```
`flow/run.sh`:
```
#!/bin/bash
# OpenROAD 26Q1-2900-gdf79404cd8, Yosys 0.63+post, stock flow scripts
make -C /OpenROAD-flow-scripts/flow DESIGN_CONFIG=/design/flow/config.mk WORK_HOME=/design/flow/orfs finish
```
`flow/config.mk`:
```
export PLATFORM = sky130hd
export DESIGN_NAME = fifo
export DESIGN_NICKNAME = fifo
export VERILOG_FILES = /design/flow/design.v
export SDC_FILE = /design/flow/constraint.sdc
export NUM_CORES = 4
export LEC_CHECK = 1
export CORE_UTILIZATION = 30
```
`flow/design.v`:
```
`timescale 1ns/1ns;
module fifo(clk,rst_n,w_en,data_w,r_en,data_r,full,empty,half_full,overflow);
input   clk;
input   rst_n;
input   w_en;
input   r_en;
input   [7:0] data_w;
output   full;
output   empty;
output   half_full;
output   overflow;
output reg  [7:0]   data_r;
reg  [4:0] wr_ptr;
reg  [4:0] rd_ptr;
reg        overflow;
reg [7:0] fifo_mem [0:15];
always @(posedge clk)  
if(w_en && ~full)  
   fifo_mem[wr_ptr[3:0]]<=data_w;  
else
   fifo_mem[wr_ptr[3:0]]<=fifo_mem[wr_ptr[3:0]];
always @(posedge clk or negedge rst_n)
if(!rst_n)
   data_r<=8'bzzzzzzzz;
else if(r_en && ~empty)  
   data_r<=fifo_mem[rd_ptr[3:0]];
else
   data_r<=8'bzzzzzzzz;  
always @(posedge clk or negedge rst_n)
if(!rst_n)
   wr_ptr<=0;  
else if(w_en && ~full)  
   wr_ptr<=wr_ptr+1;  
else
   wr_ptr<=wr_ptr;
always @(posedge clk or negedge rst_n)
if(!rst_n)
   rd_ptr<=0;  
else if(r_en && ~empty)  
   rd_ptr<=rd_ptr+1;  
else
   rd_ptr<=rd_ptr;
assign  empty=(rd_ptr[4:0] == wr_ptr[4:0]);
assign  full=(rd_ptr[4] ^ wr_ptr[4]) && (rd_ptr[3:0]==wr_ptr[3:0]);
assign  half_full=(((wr_ptr>rd_ptr)? (wr_ptr-rd_ptr):(rd_ptr-wr_ptr))==5'd8);
always @(posedge clk or negedge rst_n)
if(!rst_n)
   overflow<=0;
else if (w_en & full)
   overflow<=1;
else
   overflow<=0;
endmodule 
```
==> notes.md <==
Observations from the implementation run.

Outcome:
- The flow ran to the end, and the final reports show no timing, DRC or antenna violations.

Clocking:
- The run gives the clock transition at the registers of the reported paths as 0.05 ns.
- The clock tree synthesis step divided the H-tree into 4 levels.
- The run puts the TritonCTS buffer count at 17.
- The run gives the post-CTS setup-driven buffer insertion count as 0.
- The run gives the cell at the root of the clock tree as sky130_fd_sc_hd__clkbuf_16.
- Per the skew report, the later register of the worst-skew pair sees a clock latency of 0.41 ns.
- The run gives the clock tree from TritonCTS as done.
- The run puts the post-cts hold-fix buffer tally at 0.
- The run puts the clock sink count at 147.
- The number of gates resized after CTS was 0.
- The run puts the buffer levels on the longest clock path at 2.

Global route:
- The run gives the number of antenna violations at the first check in global routing as 0.
- The run gives the wire length of the first global-routing pass as 18.5 mm.
- Per the GRT congestion report, total overflow comes to 0.
- For met2 alone, demand over resource in global routing was 19.1%.
- Entering global routing, the biggest net connects 37 pins.
- Total global-route track usage over all layers is 13.1%.
- The run puts the met3 usage at 7.69%.
- The run gives the number of global-route vias before repair as 3310.
- The run gives the global routing met1 resource utilization as 18.2%.
- After global routing, the most crowded layer is met2.

Yosys:
- The run gives the biggest area consumer among synthesized cells as sky130_fd_sc_hd__edfxtp_1.
- Ranked by total cell area, the synthesized netlist is headed by sky130_fd_sc_hd__edfxtp_1, sky130_fd_sc_hd__mux4_2, sky130_fd_sc_hd__dfrtp_1, sky130_fd_sc_hd__ha_1, sky130_fd_sc_hd__nand2_1.
- Measured against the total synthesized area, the mux share comes to 11.9%.
- The run gives the fraction of the mapped netlist area in simple logic gates as 6.64%.
- Dividing the synthesized area by the synthesized cell count gives 17.7 um2.
- The run puts the share of the synthesized area in the top cell type at 63.5%.
- After synthesis the cells add up to 6050 um2.
- Among the non-sequential cells, multiplexers take the most area.
- The cell-mix breakdown from Yosys lists the adder-cell area share as 3.56%.
- Counting every instance in the synthesized netlist gives 342.
- The run gives the chip area in the Yosys report as 6050 um2.
- Among all flip-flop cells after synthesis, the most frequent one is sky130_fd_sc_hd__edfxtp_1.
- Counting flops with an async set or reset pin after synthesis yields a share of 12.9%.
- For reference, compound AND-OR and OR-AND cells occupy 2.85% of the area reported after synthesis.
- The Yosys step of the flow raised 3 warnings.
- The run gives the xor/xnor cell area share of the yosys netlist as 1.45%.
- The run gives the part of the Yosys area used for sequential elements as 71.4%.
- The post-synth register bit count is 147.
- The run puts the count of library flops with an enable pin at 128.
- The synth_stat.txt file lists the number of cells as 342.
- The run puts the distinct cell type count of the synthesized netlist at 37.

Timing:
- The run gives the total of endpoints with negative setup slack in the final report as 0.
- Setup repair after global routing left no endpoint under its margin.
- The run puts the slew at the pin closest to its max-slew limit at 0.860 ns.
- Counting pins that exceed their max-slew limit in the final report gives 0.
- The run puts the worst clock skew at 0.00624 ns.
- The run puts the worst-case headroom to the max-slew limit at 42.5%.
- Adding up every negative setup slack in the final design gives 0 ns.
- The run gives the post-layout minimum cycle time as 4.73 ns.
- The run gives the post-layout period usage of the worst path as 68.5%.
- Derived from the worst setup path, the maximum achievable clock frequency is 212 MHz.
- The run gives the final-layout worst hold slack as 0.474 ns.
- The run gives the setup slack after layout as 2.17 ns.
- The run puts the hold violation total from the final report at 0.

Setup path:
- Along the worst path, the maximum fanout reaches 36.
- In the setup report, the worst path falls into the class reg2out.
- The run gives the startpoint type of the worst setup path as a flop.
- The OpenROAD report gives the critical path a data arrival time of 3.35 ns.
- The run gives the required arrival time at the worst endpoint as 5.52 ns.
- Logic depth along the worst register-to-register path is recorded as 7.
- STA classifies the critical path endpoint as an output pin.

Routing:
- The run puts the number of diodes added for antenna fixing at 0.
- The run puts the total via count after detailed routing at 3059.
- The run gives the via-per-instance ratio as 4.68.
- The run puts the post-route DRC violation count at 0.
- The run gives the count of TritonRoute iterations in the first routing pass as 4.
- The run puts the antenna violation net count after detailed routing at 0.
- The routed design shows a wire length per standard cell of 17.8 um.
- The run puts the starting DRC count in detailed routing at 176.
- The run gives the total wirelength of the detailed-routed design as 11.6 mm.

Floorplan:
- The run puts the area of the placeable core at 19600 um2.
- The run puts the row count at 51.
- The run puts the number of placed I/O pins at 24.
- The run puts the area enclosed by the die boundary at 20700 um2.
- In this run the horizontal extent of the chip is 144 um.
- The floorplan step records an initial core utilization of 30.9%.
- Measured along the y axis, the die boundary spans 144 um.

Worst hold path:
- The run gives the cell count of the worst hold path as 1.
- According to the hold report, the worst path is of the reg2reg type.

Placed design:
- The run gives the weighted congestion at the end of routability-driven global placement as 0.935.
- The run gives the count of buffers inserted at the top-level ports as 23.
- The run puts the post-detailed-placement half-perimeter wirelength at 7.43 mm.
- The run gives the post-place setup slack as 2.53 ns.

Run:
- The run gives the total of max-cap violations as 0.
- Summing over the stages, the warning tally comes to 32.

Power and ir drop:
- The highest supply drop recorded on VDD is 169 uV.
- The run gives the power per cell area as 429 nW/um2.
- The run gives the cell leakage power as 0.00240 uW.

Final layout:
- The most common logic cells in the final layout are sky130_fd_sc_hd__edfxtp_1, sky130_fd_sc_hd__nand2_1, sky130_fd_sc_hd__mux4_2.
- Per the final layout report, the fraction of cells sized above drive strength 1 comes to 18.0%.
- The run puts the tally of filler cells in the layout at 1804.
- The run gives the area added between synthesis and finish as 17.8%.
- The run gives the most frequent logic cell in the layout as sky130_fd_sc_hd__edfxtp_1.
-- per-stage QoR --
stage          total power, uW  area, um2  instances  util [%]
2_1_floorplan             1940       6050        342         -
4_1_cts                   3100       7130        653      36.4
3_5_place_dp              2240       6580        623      33.6
3_3_place_gp              2240       6580        623      33.6
5_1_grt                   3250       7130        653      36.4
6_report                  3060       7130        653      36.4
-- layer usage --
| metal | share of wire, % | up-vias |
|---|---|---|
| met5 | 0.39 | - |
| met4 | 1.0 | 2 |
| met3 | 12 | 11 |
| met2 | 45 | 137 |
| met1 | 42 | 1521 |
| li1 | - | 1388 |
-- where the power goes --
part	switching, uW	total (uW)	internal (uW)	leakage (uW)
registers	70.1	1180	1110	0.00138
logic	564	1040	476	0.000761
clock network	321	846	525	0.000259
-- cells in the mapped netlist, types with 6 or more instances --
library cell / n
sky130_fd_sc_hd__edfxtp_1: 128
sky130_fd_sc_hd__nor2_1: 12
sky130_fd_sc_hd__inv_1: 8
sky130_fd_sc_hd__nand2_1: 44
sky130_fd_sc_hd__mux4_2: 32
sky130_fd_sc_hd__nor2b_1: 6
sky130_fd_sc_hd__dfrtp_1: 19
sky130_fd_sc_hd__xnor2_1: 8
sky130_fd_sc_hd__o21ai_0: 7
sky130_fd_sc_hd__and3_1: 8
sky130_fd_sc_hd__a31oi_1: 9
sky130_fd_sc_hd__ha_1: 14
-- worst paths after layout --
check	startpoint	end	slack (ns)
max	rd_ptr[0]	half_full	2.17
min	wr_ptr[4]	wr_ptr[4]	0.47
max reg2reg	wr_ptr[2]	fifo_mem[8][2]	3.45
min reg2reg	wr_ptr[4]	wr_ptr[4]	0.47
max in group asynchronous	rst_n	rd_ptr[0]	5.36
min in group asynchronous	rst_n	overflow	1.31
-- area by class of cell --
type	instances	area (um2)	share of cell area (%)
Tap cell	265	332	4.65
Inverter	10	37.5	0.527
Sequential cell	147	4320	60.6
Timing Repair Buffer	31	290	4.07
Clock buffer	20	437	6.13
Multi-Input combinational cell	170	1600	22.4
Clock inverter	10	113	1.58
-- sequential cells by signal, summed over array words and instances (netlist names) --
register / cells
overflow: 1
wr_ptr: 5
fifo_mem: 128
data_r: 8
rd_ptr: 5
-- logic make-up (layout without fill, tap and decap cells) --
logic type               count (synthesis)  count (layout)
flip-flops                             147             147
AND/OR/NAND/NOR                         86              86
multiplexers                            32              32
adder cells (fa/ha/maj)                 16              16
buffers and inverters                   25              71
XOR/XNOR                                10              10
AND-OR/OR-AND                           26              26
-- critical path, stage by stage (launching register included) --
cell and delay [ns]:
sky130_fd_sc_hd__dfrtp_2 0.34, sky130_fd_sc_hd__buf_4 0.54, sky130_fd_sc_hd__inv_1 0.17, sky130_fd_sc_hd__ha_1 0.25, sky130_fd_sc_hd__fa_1 0.38, sky130_fd_sc_hd__nor2b_1 0.15, sky130_fd_sc_hd__o21ai_0 0.12, sky130_fd_sc_hd__nor3_2 0.15
sky130_fd_sc_hd__a22oi_1 0.12, sky130_fd_sc_hd__a221oi_2 0.22, sky130_fd_sc_hd__clkdlybuf4s50_1 0.49
Power is estimated from default activity; no workload was simulated.
